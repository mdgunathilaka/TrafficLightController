--- design/flow/constraint.sdc ---
current_design Labkit

set clk_period 6.6
set clk_io_pct 0.2

create_clock -name clk0 -period $clk_period [get_ports {clk}]

set non_clock_inputs [all_inputs -no_clocks]
set_input_delay [expr $clk_period * $clk_io_pct] -clock clk0 $non_clock_inputs
set_output_delay [expr $clk_period * $clk_io_pct] -clock clk0 [all_outputs]
--- design/flow/run.sh ---
#!/bin/bash
# OpenROAD 26Q1-2900-gdf79404cd8, Yosys 0.63+post, stock flow scripts
make -C /OpenROAD-flow-scripts/flow DESIGN_CONFIG=/design/flow/config.mk WORK_HOME=/design/flow/orfs finish
--- design/flow/config.mk ---
export PLATFORM = sky130hd
export DESIGN_NAME = Labkit
export DESIGN_NICKNAME = Labkit
export VERILOG_FILES = /design/flow/design.v
export SDC_FILE = /design/flow/constraint.sdc
export NUM_CORES = 4
export LEC_CHECK = 1
export CORE_UTILIZATION = 30
--- design/flow/design.v ---
`timescale 1ns / 1ps
module Divider(
    input clk,
	 input rst,
    output reg oneHz_enable
    );
	 localparam [24:0] period_Hz = 25'd10;
	 reg [24:0]counter = period_Hz;
	 always@(posedge clk)
		begin
			if (rst) counter = period_Hz;
			else begin
				counter = counter - 1;
				oneHz_enable = (counter == 0);
				if (!counter) counter = period_Hz;
			end
		end
endmodule
`timescale 1ns / 1ps
module FSM(
    input Sensor_Sync,
    input WR,
    output reg WR_Reset,
    output reg [6:0] LEDs,
    output reg [1:0] interval,
    output reg start_timer,
    input expired,
    input Prog_Sync,
	input Reset_Sync,
	input clk
    );
	 localparam tBASE = 2'b00, 
				tEXT = 2'b01, 
				tYEL = 2'b10, 
				tBASEx2 = 2'b11; 
	 reg deviate;
	 reg senseOneTime;
	 localparam MG = 7'b0011000,  
				MY = 7'b0101000,  
				SG = 7'b1000010,  
			    SY = 7'b1000100,  
				WK = 7'b1001001;  
	 always@(posedge clk) begin
		start_timer = 0;
		if (Prog_Sync | Reset_Sync) begin
			LEDs = MG;
			interval = tBASEx2;
			WR_Reset = 0;
			start_timer = 1;
			senseOneTime = 1;
		end
		if (expired) 
		  begin
		      case (LEDs)
			     MG: begin
				    if (deviate) begin
					   if (Sensor_Sync & senseOneTime)begin
					       LEDs = MG;
						   interval = tEXT;
						   senseOneTime = 0;
 					   end
					   else begin
					       LEDs = MG;
						   interval = tBASE;
					   end
					   deviate = 0;
					end
					else begin	
					   LEDs = MY;
					   interval = tYEL;
					end
				end
				MY:	begin
				    if (WR) begin
					   LEDs = WK;
					       interval = tEXT;
						   WR_Reset = 1;
					end
					else begin
					   LEDs = SG;
					   interval = tBASE;
					end
					senseOneTime = 1;
				end
				SG: begin
				    if (Sensor_Sync & senseOneTime) begin
					   LEDs = SG;
					   interval = tEXT;
					   senseOneTime = 0;
					end
					else begin
					   LEDs = SY;
					   interval = tYEL;
					   senseOneTime = 1;
					end
				end
				SY: begin
				    LEDs = MG;
					interval = tBASE;
					deviate = 1;
					senseOneTime = 1;
				end
				WK: begin
				    LEDs = SG;
					interval = tYEL;
					WR_Reset = 0;
				end
				default : begin
				    LEDs = MG;
					interval = tBASE;
					deviate = 1;
					start_timer = 1;
				end
			endcase
			start_timer = 1;
		end
	end
endmodule
`timescale 1ns / 1ps
module Labkit(
    input Reset,
    input Sensor,
    input Walk_Request,
    input Reprogram,
    input [1:0] Time_Parameter_Selector,
    input [3:0] Time_Value,
    input clk,
    output [6:0] LEDs 
    );
	 wire [1:0] interval;
	 wire [1:0] Selector;
	 wire [3:0] value;
	 wire Reset_Sync,oneHz_enable,Sensor_Sync,WR,WR_Reset,start_timer,expired,Prog_Sync,
			WR_Sync;
	Divider divider (
		.rst(Reset_Sync),
		.clk(clk), 
		.oneHz_enable(oneHz_enable)
	);
	FSM fsm (
		.Sensor_Sync(Sensor_Sync), 
		.WR(WR), 
		.WR_Reset(WR_Reset), 
		.LEDs(LEDs), 
		.interval(interval), 
		.start_timer(start_timer), 
		.expired(expired), 
		.Prog_Sync(Prog_Sync), 
		.clk(clk),
		.Reset_Sync(Reset_Sync)
	);
	Synchronizer synchronizer (
		.Reset(Reset), 
		.Sensor(Sensor), 
		.Walk_Request(Walk_Request), 
		.Reprogram(Reprogram), 
		.clk(clk), 
		.Prog_Sync(Prog_Sync), 
		.WR_Sync(WR_Sync), 
		.Sensor_Sync(Sensor_Sync), 
		.Reset_Sync(Reset_Sync)
	);
	TimeParameter timeParameter (
			.Time_Parameter_Selector(Time_Parameter_Selector), 
			.Time_value(Time_Value), 
			.Prog_Sync(Prog_Sync),
			.Reset_Sync(Reset_Sync),
			.interval(interval), 
			.clk(clk), 
			.value(value)
		);
	Timer timer (
		.value(value), 
		.oneHz_enable(oneHz_enable), 
		.start_timer(start_timer),
		.clk(clk),
		.expired(expired),
		.Reset_Sync(Reset_Sync)
	);
	WalkRegister walkRegister (
		.WR_Sync(WR_Sync), 
		.WR_Reset(WR_Reset),  
		.WR(WR)
	);
endmodule
`timescale 1ns / 1ps
module Synchronizer(
    input Reset,
    input Sensor,
    input Walk_Request,
    input Reprogram,
	 input clk,
    output reg Prog_Sync,
    output reg WR_Sync,
    output reg Sensor_Sync,
    output reg Reset_Sync
    );
	always@(posedge clk) begin
	if(Reset) Reset_Sync = 1;
	else Reset_Sync = 0;
	if(Sensor) Sensor_Sync = 1;
	else Sensor_Sync = 0;
	if(Walk_Request) WR_Sync = 1;
	else WR_Sync = 0;
	if(Reprogram) Prog_Sync = 1;
	else Prog_Sync = 0;
	end
endmodule
`timescale 1ns / 1ps
 module TimeParameter(
    input [1:0] Time_Parameter_Selector,
    input [3:0] Time_value,
    input Prog_Sync,
    input Reset_Sync,
	input [1:0] interval,
	input clk,
    output reg [3:0] value
    );
	 reg[3:0] tBASE = 4'b0110,
			  tEXT = 4'b0011,
			  tYEL = 4'b0010;
	always@(posedge clk) begin
	case (interval)
		2'b00: value = tBASE;
		2'b01: value = tEXT;
		2'b10: value = tYEL;
		2'b11: value = 2*tBASE;
	endcase
	if (Prog_Sync) begin
		case (Time_Parameter_Selector) 
			2'b00: tBASE = Time_value;
			2'b01: tEXT = Time_value;
			2'b10: tYEL = Time_value;
			2'b11:
                begin
                    tBASE = 4'b0110;
                    tEXT = 4'b0011;
                    tYEL = 4'b0010;
                end
		endcase
	end
	if (Reset_Sync) begin
        tBASE = 4'b0110;
        tEXT = 4'b0011;
        tYEL = 4'b0010;
    end
	end
endmodule
`timescale 1ns / 1ps
module Timer(
    input [3:0] value,
    input oneHz_enable,
    input start_timer,
	input clk,
	input Reset_Sync,
    output reg expired
    );
	 reg [3:0] seconds=0;
	 reg started =1; 
	 reg OneHz_checked = 0;
	always @(posedge clk) begin
        if (start_timer) started=1;
        if (started & oneHz_enable) begin
            if (!OneHz_checked)
            begin
                seconds = seconds+1;
                OneHz_checked = 1;
            end
        end if (!oneHz_enable) OneHz_checked=0;
        expired=0;
        if (seconds >= value)
        begin
            expired = 1;
            started = 0;
            seconds = 0;
        end
        if (Reset_Sync) begin
            seconds = 0;
            expired = 0;
        end
    end 		
endmodule
`timescale 1ns / 1ps
module WalkRegister(
    input WR_Sync,
    input WR_Reset,
    output reg WR
    );
	 always@(posedge WR_Sync ,posedge WR_Reset) begin
		if (WR_Sync)
		begin
		WR = 1;
		end
		else begin
		  if(WR_Reset) begin
		      WR=0;
		  end
		end
	 end
endmodule
==> job_summary.md <==
### Flow metrics

| Metric | Value |
|---|---|
| Status | `finished, final reports clean` |
| FP Core Util | `approximately 31%` |
| VDD IR max | `127 µV` |
| Yosys top cell by instances | `dfxtp_1` |
| Largest net degree at the start of global routing | `36` |
| Yosys Chip Area | `3010 µm²` |
| Log Warnings | `29` |
| # diodes | `0` |
| Kind of critical path | `reg2reg` |
| Top post-synthesis cells by count | `dfxtp_1, nor2_1, nand2_1` |
| Max_slew headroom | `61.8%` |
| Detail Placement HPWL | `4020 µm` |
| Setup TNS | `0 ns` |
| Hold Vio Cnt, Final | `0` |
| Dpl cells | `~480` |
| Fmax | `353 MHz` |
| Unique masters post-synth | `52` |
| Leak | `1.42 nW` |
| Vias in the first global route | `2153` |
| Cells after Synth | `337` |
| # DRC | `0` |
| Total grt overflow | `0` |
| Syn Area/Cell | `roughly 8.9 µm²` |
| Yosys adder share | `4.57%` |
| Post-DP Area | `3320 µm²` |
| Setup bufs post-CTS | `0` |
| Pins Over Slew Limit | `0` |
| Ys flop type | `dfxtp_1` |
| Reg-to-reg setup timing slack | `3.77 ns` |
| R2R Path Start | `divider.counter[0]` |
| Fin area | `3560 µm²` |
| Root buf cell | `clkbuf_8` |
| Register pins left without a clock | `1` |
| WL/cell | `11.7 µm` |
| XOR Share, Synth | `slightly below 5%` |
| Flip-flops with a built-in enable | `2` |
| Die height | `102 µm` |
| Cts bufs inserted | `9` |
| Worst-case clock buffer depth | `2` |
| Number of setup violations in the final report | `0` |
| H-tree depth | `3` |
| Final Non-Filler Cells | `495` |
| CTS tree | `yes` |
| Synth Cell Area | `roughly 3000 µm²` |
| Via-to-Cell Ratio | `4.77` |
| First-pass GRT wire length | `9960 µm` |
| # resized after CTS | `0` |
| Top cells, area | `dfxtp_1, nor2_1, ha_1, nand2_1, xnor2_1` |
| Pre-antenna DRT Iters | `4` |
| Mux frac, synth | `around 1.4%` |
| Worst slew pin tran | `0.572 ns` |
| Pre-CTS setup slack | `about 3.6 ns` |
| Fin crit share | `42.9%` |
| Synth Seq Share | `46.1%` |
| Clock latency (worst-skew pair) | `0.36 ns` |
| Antenna violations before repair | `0` |
| Top non-seq family | `simple AND/OR/NAND/NOR gates` |
| Crit end category | `flip-flop` |
| Vias | `2361` |
| Overall Power | `960 µW` |
| Most area-hungry cell type in the Yosys netlist | `dfxtp_1` |
| I/O pin total | `18` |
| Placer congestion estimate | `just over 0.8` |
| Setup ws final | `3.77 ns` |
| Power density cells | `269 nW/µm²` |
| Core Util, Final | `36.5%` |
| Clock slew at reported path FFs | `0.07 ns` |
| Startpoint types | `flip-flop` |
| CP max FO | `7` |
| Ao+oa area frac | `12.5%` |
| DRT iter0 DRCs | `137` |
| Setup crit start | `divider.counter[0]` |
| Seq cells post-synth | `roughly 70` |
| Critical Path AT | `between 2 and 3 ns` |
| Ys async rst share | `1.47%` |
| Min-delay src | `timer.started` |
| Final WL | `about 5800 µm` |
| Share of layout cells above drive strength 1 | `under 10%` |
| RSZ-0062 raised after global routing | `false` |
| Yosys top cell area share | `43.2%` |
| Max-cap viol count | `0` |
| Hold Slack | `0.469 ns` |
| Hold buffers post-CTS | `0` |
| Worst Path Required | `between 6 and 7 ns` |
| Core area | `~9800 µm²` |
| Antenna Nets Post-Route | `0` |
| Ys cells | `337` |
| Die ar. | `10400 µm²` |
| Clock Skews | `0.00930 ns` |
| Yosys simple share | `27.3%` |
| Synth warnings | `6` |
| Gr usage total | `12.2%` |
| Period minus WS final | `approximately 2.8 ns` |
| Row cnt | `36` |
| Die width | `102 µm` |
| Area Growth Syn to Fin | `18.3%` |
| Worst min path class | `reg2reg` |
| I/O Buffers | `17` |
layout by cell type, fill, tap and decap left out, types with 8 or more instances in the layout:
| master | count |
|---|---|
| dfxtp_1 | 65 |
| nor2_1 | 40 |
| nand2_1 | 29 |
| o21ai_0 | 18 |
| clkdlybuf4s50_1 | 17 |
| a21oi_1 | 16 |
| inv_1 | 13 |
| xnor2_1 | 11 |
| nor3_1 | 11 |
| ha_1 | 11 |
| clkbuf_8 | 11 |
| or3_1 | 9 |
| nand2b_1 | 8 |
cells by family after synthesis:
group | count (synthesis)
other | 1
XOR/XNOR | 17
adder cells (fa/ha/maj) | 11
multiplexers | 4
flip-flops | 68
AND/OR/NAND/NOR | 152
buffers and inverters | 23
AND-OR/OR-AND | 61
flip-flops by register name, indices dropped and copies added (netlist names):
signal                    count
divider.counter              25
divider.oneHz_enable          1
fsm.LEDs                      7
fsm.WR_Reset                  1
fsm.deviate                   1
fsm.interval                  3
fsm.senseOneTime              1
fsm.start_timer               1
synchronizer.Prog_Sync        1
synchronizer.Reset_Sync       1
synchronizer.Sensor_Sync      1
synchronizer.WR_Sync          1
timeParameter.tBASE           4
timeParameter.tEXT            4
timeParameter.tYEL            4
timeParameter.value           4
timer.OneHz_checked           1
timer.expired                 1
timer.seconds                 4
timer.started                 1
walkRegister.WR               1
final timing paths:
| path | cells past startpoint | to |
|---|---|---|
| max | 7 | divider.oneHz_enable |
| min | 1 | timer.OneHz_checked |
| max reg2reg | 7 | divider.oneHz_enable |
| min reg2reg | 1 | timer.OneHz_checked |
critical path: stages (launching register included):
cell and delay [ns]:
dfxtp_1 0.37, inv_1 0.10, ha_1 0.24, nor4b_2 0.38, nand4_1 0.36, o31ai_1 0.41
nand4_1 0.17, nor4_2 0.54
final cells by class:
type	instances	area, µm²
fillers	955	6210
multi-input cells	246	1530
flip-flops and latches	68	1390
clock buffers	13	180
repair buffers	18	178
well taps	133	166
clock inverters	3	67.6
inverters	14	52.6
power by group:
group	switching [mW]	leakage [nW]	internal (mW)
sequential	0.0186	0.559	0.426
clock	0.159	0.121	0.257
combinational	0.0531	0.745	0.0468
total	0.231	1.42	0.729
layer usage:
layer / vias up / GRT usage, % / routed length (µm)
li1: 1230 / - / -
met1: 1072 / 19.6 / 3010
met2: 47 / 17.6 / 2440
met3: 12 / 2.09 / 195
met4: 0 / 2.53 / 156
met5: - / 0 / 0
Power figures rest on the tool's default switching activity, not on a simulated workload.
